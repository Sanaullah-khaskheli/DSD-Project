$ cat constraint.sdc
current_design Sixteen_Bit_RCA

set clk_period 1.1
set clk_io_pct 0.2

create_clock -name clk0 -period $clk_period [get_ports {En}]

set non_clock_inputs [all_inputs -no_clocks]
set_input_delay [expr $clk_period * $clk_io_pct] -clock clk0 $non_clock_inputs
set_output_delay [expr $clk_period * $clk_io_pct] -clock clk0 [all_outputs]
$ cat design.v
`timescale 1ns / 1ps
module D_Flipflop(D,clk,Rs,Q);
input D;  
input clk;  
input Rs;  
output reg Q;  
always @(posedge clk) 
    begin
        if(Rs==1'b1)
             Q <= 1'b0; 
        else 
             Q <= D; 
    end 
endmodule
`timescale 1ns / 1ps
module FourBit_Adder_Using_Fulladder(Sum, Carry, A, B, Cin, En, Rs );
input [3:0] A, B;
input Cin, En, Rs;
output [3:0] Sum;
output   Carry;
wire c1, c2, c3, c4, cOut1, cOut2, cOut3  ;
D_Flipflop                  dff0(.D(Cin),.clk(En),.Rs(Rs),.Q(c1));
full_adder_RCA              INST1(.sum(Sum[0]), .cout(cOut1), .a(A[0]), .b(B[0]), .cin(c1));
D_Flipflop                  dff1(.D(cOut1),.clk(En),.Rs(Rs),.Q(c2));
full_adder_RCA              INST2(.sum(Sum[1]), .cout(cOut2), .a(A[1]), .b(B[1]), .cin(c2));
D_Flipflop                  dff2(.D(cOut2),.clk(En),.Rs(Rs),.Q(c3));
full_adder_RCA              INST3(.sum(Sum[2]), .cout(cOut3), .a(A[2]), .b(B[2]), .cin(c3));
D_Flipflop                  dff3(.D(cOut3),.clk(En),.Rs(Rs),.Q(c4));
full_adder_RCA              INST4(.sum(Sum[3]), .cout(Carry), .a(A[3]), .b(B[3]), .cin(c4));
endmodule
`timescale 1ns / 1ps
module Sixteen_Bit_RCA(sUm, cOut, a, b, cIn, En, Rs );
input [15:0] a, b;
input cIn, En, Rs;
output [15:0] sUm;
output   cOut;
FourBit_Adder_Using_Fulladder   fa1(sUm[3:0],   C0,   a[3:0],   b[3:0],   cIn, En, Rs);
FourBit_Adder_Using_Fulladder   fa2(sUm[7:4],   C1,   a[7:4],   b[7:4],   C0,  En, Rs);
FourBit_Adder_Using_Fulladder   fa3(sUm[11:8],  C2,   a[11:8],  b[11:8],  C1,  En, Rs);
FourBit_Adder_Using_Fulladder   fa4(sUm[15:12], cOut, a[15:12], b[15:12], C2,  En, Rs);
endmodule
`timescale 1ns / 1ps
module full_adder_RCA(cout, sum, a, b, cin);
input   a,b;
input cin;
output  sum;
output cout;
wire c1,c2,s1, A, B, Cin;
xor xor1(s1, a, b);
xor xor2(sum, s1, cin);
and and1(c1, a,b);
and and2(c2, cin, s1);
or or1(cout, c1, c2);
endmodule
$ cat run.sh
#!/bin/bash
# OpenROAD 26Q1-2900-gdf79404cd8, Yosys 0.63+post, stock flow scripts
make -C /OpenROAD-flow-scripts/flow DESIGN_CONFIG=/design/flow/config.mk WORK_HOME=/design/flow/orfs finish
$ cat config.mk
export PLATFORM = sky130hd
export DESIGN_NAME = Sixteen_Bit_RCA
export DESIGN_NICKNAME = Sixteen_Bit_RCA
export VERILOG_FILES = /design/flow/design.v
export SDC_FILE = /design/flow/constraint.sdc
export NUM_CORES = 4
export LEC_CHECK = 1
export CORE_AREA = 10 10 103 103
export DIE_AREA = 0 0 113 113
==> run notes <==
Quick summary of the implementation run below.

The number of hold-slack violations in the final timing report came out at 0. The worst-case setup margin in the final layout came out at -0.283 ns. The number of synthesized flops with an enable pin is 0. The checks that failed: negative setup slack. The synthesized netlist handed to floorplanning was reported with a cell count of 65.

The number of placed cells counting well taps came out at 208. The total area inside the core boundary comes to 8300 sq um. The total power consumption of the routed design came out at 1.41 mW. The report puts the hold buffer count at CTS at 0. The required time at the endpoint of the critical path is 0.88 ns.

The total global-route track usage is 3.66%. After synthesis, the netlist uses 7 different library cells. The prevailing post-synth register cell is sky130_fd_sc_hd__dfxtp_1. The chip area is 12800 sq um. The launch point of the worst reg-to-reg path is fa3.dff2.Q. The register clock-pin slew on the reported worst setup and hold paths is 0.07 ns. The filler cells instantiated in the layout total 930. STA classifies the critical path startpoint as a flop. The worst-case clock skew is 0.00230 ns.

The proportion of netlist area held by the largest area contributor is 35.4%. The path category of the worst min-delay check is primary input to flop. The CTS log lists the clock sinks for this run as 16.

The worst reg2reg path depth is 2. The first global-routing pass estimated 3.63 mm of wire. In this run the critical register-to-register path is captured at fa3.dff3.Q.

The number of max-slew violations in the final report came out at 0. Per the power-grid run, VDD falls by no more than 0.000396 V. The first-iteration detailed-routing DRC count came out at 6. STA classifies the critical path endpoint as an output port.

In the final routed layout, each cell accounts on average for 10.8 um. The number of optimization iterations in the first detailed-route pass came out at 2. The summed standard-cell area reported by yosys is 905 sq um.

The number of buffers added by the clock tree synthesis step is 3. The post-route minimum period came out at 1.38 ns. The root buffer cell chosen for the clock tree is sky130_fd_sc_hd__clkbuf_8. Cells with a size suffix above 1 make up 50.0% of the layout.

The synthesized netlist occupies a cell area of 905 sq um. The synthesis warning total came out at 4. The maximum buffer depth of the clock tree came out at 2. Yosys attributes the largest share of cell area to sky130_fd_sc_hd__dfxtp_1, sky130_fd_sc_hd__fa_1, sky130_fd_sc_hd__buf_4. The per-instance average area after synthesis is 13.9 sq um.

OpenSTA lists the critical path endpoint as sUm[15]. The proportion of synthesized chip area in sequential cells is 35.4%. The data arrival time reported for the critical path is 1.16 ns. The kind of critical path is flop to output port.

The final routed wirelength across all metal layers came out at 2.27 mm. The fraction of synthesis flops using an asynchronous set or reset pin is 0%. The via count of the first global-routing pass is 683. The highest achievable clock rate is 723 MHz. The power density over the cells is 1000 nW/um^2. The highest fanout seen on the critical path is 1.

TritonCTS built the clock tree. The reg-to-reg setup timing slack is 0.11 ns. Dividing the detail-routed via count by the number of cells gives 2.68. The filler-free cell count of the finished design came out at 211. The run finished, with violations left. Setup repair after global routing could not meet its margin everywhere. Across all layers, the routed design uses 565 vias. The latest clock arrival within the worst-skew pair came out at 0.25 ns. Entering global routing, the biggest net connects 9 pins. The height of the die came out at 113 um. The remaining max-slew budget at the tightest pin is 90.5%.

As logged by OpenROAD, the buffers inserted on ports number 51. The number of warning messages in the logs came out at 27. The level count of the clock H-tree came out at 1.

The layout overhead on the synthesized area is 55.6%. OpenSTA lists the critical path startpoint as fa4.dff3.Q. The pin closest to its max-slew limit shows a slew of 0.143 ns. The leakage power figure came out at 0.620 nW. The final routed DRC violation total came out at 0. Per the synthesis report, the dominant area consumer among library cells is sky130_fd_sc_hd__dfxtp_1. The number of antenna violations at the first check in global routing came out at 0. The end-of-flow timing check tallies setup violations at 17.

The ratio of final minimum period to clock period came out at 126%. 52 I/O pins were placed. The horizontal extent of the die is 113 um. The initial standard-cell utilization of the core came out at 10.9%.

The synthesis run shows the most used standard cells to be sky130_fd_sc_hd__buf_4, sky130_fd_sc_hd__dfxtp_1, sky130_fd_sc_hd__fa_1. Routability-driven placement finished with a final weighted congestion of 0.659. The cell count in the Yosys report came out at 65. The flip-flop and latch count after synthesis came out at 16.

The max-cap check violation count is 0. Global routing finished with a remaining overflow of 0. The cell row count came out at 33. Per the post-route antenna check, the number of violating nets is 0. The number of inserted diodes came out at 0.
[worst max-delay path: stages (launching register included)]
cell and delay, ns:
sky130_fd_sc_hd__dfxtp_2 0.32, sky130_fd_sc_hd__fa_2 0.51, sky130_fd_sc_hd__buf_2 0.09
[worst min-delay path by stage]
stage,start,endpoint,slack [ns],cells after the start
5_1_grt,a[14],fa4.dff3.Q,0.51,3
4_1_cts,b[2],fa1.dff3.Q,0.46,3
6_report,b[8],fa3.dff1.Q,0.48,3
[registers in the layout, summed over array words and instances, names as in the netlist]
register and flops:
fa1.dff0.Q 1, fa2.dff2.Q 1, fa1.dff3.Q 1, fa4.dff2.Q 1, fa4.dff1.Q 1, fa3.dff3.Q 1
fa1.dff2.Q 1, fa3.dff2.Q 1, fa2.dff1.Q 1, fa1.dff1.Q 1, fa2.dff3.Q 1, fa3.dff0.Q 1
fa3.dff1.Q 1, fa4.dff0.Q 1, fa4.dff3.Q 1, fa2.dff0.Q 1
[cells in the final DEF, fill, tap and decap left out]
cell	netlist	layout
sky130_fd_sc_hd__clkbuf_8	0	3
sky130_fd_sc_hd__buf_12	0	2
sky130_fd_sc_hd__fa_1	16	15
sky130_fd_sc_hd__buf_4	16	2
sky130_fd_sc_hd__and2b_2	6	6
sky130_fd_sc_hd__dfxtp_1	16	1
sky130_fd_sc_hd__dfxtp_2	0	15
sky130_fd_sc_hd__buf_2	0	17
sky130_fd_sc_hd__nor2b_1	3	3
sky130_fd_sc_hd__dlygate4sd2_1	0	32
sky130_fd_sc_hd__fa_2	0	1
sky130_fd_sc_hd__nor2b_2	7	7
sky130_fd_sc_hd__clkdlybuf4s50_1	0	2
[through the flow]
stage / TNS, ns / worst slack [ns] / hold WS (ns) / cell area, sq um / utilization (%)
6_report: -4.09 / -0.283 / 0.482 / 1410 / 17.0
5_1_grt: -4.94 / -0.332 / 0.508 / 1410 / 17.0
4_1_cts: -4.78 / -0.382 / 0.464 / 1410 / 16.9
3_5_place_dp: -17.21 / -0.844 / 0.598 / 1470 / 17.7
3_3_place_gp: -17.03 / -0.833 / 0.600 / 1470 / 17.7
2_1_floorplan: 0 / 0.0440 / 0.362 / 905 / -
[where the power goes]
part	internal, mW	switching, mW
logic	0.207	0.105
registers	0.620	0.0146
clock network	0.243	0.218
total	1.07	0.338
[per-layer routing]
metal  GRT usage (%)  vias to the layer above  routed length (um)
li1                -                      262                   -
met1            4.23                      267                 921
met2            5.91                       34                1030
met3            2.30                        2                 316
met4           0.169                        0                   8
met5               0                        -                   0
[cells by family after synthesis]
logic type,share of synthesized area [%]
adders and majority gates,35.4
DFF,35.4
and+or+nand+nor,14.7
buffers and inverters,14.5
[layout make-up]
type,count,area [sq um],area share (%)
multi-input combinational,32,455,32.4
timing repair buffer,55,440,31.3
sequential,16,339,24.1
tap,105,131,9.33
clock buffer,3,41.3,2.93
[timing repair]
item,in CTS,in global routing
setup endpoints to repair,21,17
buffers inserted,0,0
gates cloned,0,0
pin swaps,7,7
gates resized,100,1
Power is estimated from default activity; no workload was simulated.

### run.sh
#!/bin/bash
# OpenROAD 26Q1-2900-gdf79404cd8, Yosys 0.63+post, stock flow scripts
make -C /OpenROAD-flow-scripts/flow DESIGN_CONFIG=/design/flow/config.mk WORK_HOME=/design/flow/orfs finish
### config.mk
export PLATFORM = sky130hd
export DESIGN_NAME = Blinky_1Hz
export DESIGN_NICKNAME = Blinky_1Hz
export VERILOG_FILES = /design/flow/design.v
export SDC_FILE = /design/flow/constraint.sdc
export NUM_CORES = 4
export LEC_CHECK = 1
export CORE_UTILIZATION = 30
### constraint.sdc
current_design Blinky_1Hz

set clk_period 3.2
set clk_io_pct 0.2

create_clock -name clk0 -period $clk_period [get_ports {clock_in}]

set non_clock_inputs [all_inputs -no_clocks]
set_input_delay [expr $clk_period * $clk_io_pct] -clock clk0 $non_clock_inputs
set_output_delay [expr $clk_period * $clk_io_pct] -clock clk0 [all_outputs]
### design.v
`timescale 1ns / 1ps
module Blinky_1Hz(clock_in, clock_out);
 input clock_in;  
 output clock_out;  
 reg [31:0] counter_out;  
 reg clock_out;  
 initial begin
    counter_out<=32'h00000000;  
    clock_out<=0;
 end
 always @(posedge clock_in)
 begin
    counter_out<=counter_out + 1;  
    if (counter_out>32'd400000000)  
    begin
        counter_out<=32'h00000000;  
        clock_out <= ~clock_out;  
    end
 end
 endmodule
==> notes.md <==
Implementation numbers.

- Setup repair after global routing left no endpoint under its margin.
- Setup slack on the worst reg-to-reg path comes out at 1.08 ns.
- STA lists the startpoint of the worst register-to-register path as counter_out[0].
- The maximum root-to-sink buffer count is 2.
- The worst setup path is launched from a flop.
- The total of warnings raised by yosys is 1.
- The internal power of the cells totals 618 uW.
- The total number of clock tree sinks reads 33.
- The power density over the cells reads between 400 and 500 nW/um2.
- The I/O pin count is 2.
- The via count of the first global-routing pass reads ~1300.
- The data required time of the worst path reads 3.41 ns.
- The die footprint reads 5850 um2.
- The hold path endpoint reads counter_out[0].
- The critical path in this run is classified as reg2reg.
- Measured along the x axis, the die boundary spans 76.5 um.
- TritonCTS built the clock tree.
- The met3 layer wire length in the routed design reads 100 um.
- The primary flip-flop cell chosen by synthesis mapping is dfxtp_1.
- At the floorplan stage, the core utilization is reported as 31.8%.
- In the synthesis report, Yosys lists the chip area as 1670 um2.
- Per the OpenROAD floorplan log, the area of the core is 5240 um2.
- The cell area that synthesis handed to floorplanning was 1670 um2.
- The sequential area share after synthesis is 40.3%.
- In the final report, the number of pins over their slew limit comes to 0.
- The maximum level of the CTS H-tree is 2.
- The post-synth count of flops with an enable pin is 1.
- The reported leakage power reads 0.000558 uW.
- The highest metal layer with signal wires is met4.
- The pre-antenna-repair detailed-routing pass consisted of 4 iterations.
- The detailed placer's ending HPWL reads 2230 um.
- The setup violation total in the final timing report is 0.
- The gate-level netlist out of Yosys references 45 unique cell types.
- The global-route wire length before repair is 5820 um.
- According to the timing report, the arrival time at the worst endpoint equals 2.33 ns.
- The share of synthesized area in the top cell type comes to approximately two fifths.
- The clock reaches the later pin of the worst-skew pair after around 0.28 ns.
- The number of buffers added by the clock tree synthesis step reads 5.
- The slew at the pin closest to its max-slew limit reads 0.627 ns.
- Ranked by total cell area, the synthesized netlist is headed by dfxtp_1, xnor2_1, a21oi_1.
- The synthesis report gives the async set-or-reset register share as 0%.
- The top cell types in the final layout, fill and taps aside, are dfxtp_1, a21oi_1, nand3_1.
- The detailed router reported a total wirelength of 3280 um.
- Summed over all nets, the switching power comes to 156 uW.
- The summed negative setup slack over all endpoints reads 0 ns.
- The synthesis-to-finish area growth reads 10.3%.
- Cells with a size suffix above 1 make up 11.3% of the layout.
- Overall routing resource usage recorded by global route was 12.3%.
- The script computed the net switching share of total power as roughly 20%.
- The combinational share of power is between 1.5 and 2%.
- The maximum number of pins on one net before global-route repair reads 19.
- The final clock skew is roughly 0.0058 ns.
- The post-synthesis area per instance reads 9.10 um2.
- The floorplan step set the die height to ~77 um.
- Static timing analysis puts the maximum clock frequency at 0.471 GHz.
- The worst max-slew margin expressed relative to the limit reads roughly three fifths.
- The worst-case reg-to-reg path depth reads 5.
- Hold-check failures listed in the final report amount to 0.
- The final weighted congestion of routability-driven global placement is 0.832.
- The worst path in the final design needs a cycle of 2.12 ns, including I/O delays and setup.
- The category of the worst setup path capture point is a flop.
- The number of resized instances in the post-cts repair step reads 0.
- The number of cells in Yosys stat reads 183.
- The initial antenna violation count reads 0.
- The startpoint of the tightest hold check path is counter_out[0].
- The leading area contributor after synthesis reads dfxtp_1.
- Synthesis inferred 33 register bits.
- In this run the post-CTS setup repair buffer count came out at 0.
- Dividing the detail-routed wire length by the instance count gives between 10 and 15 um.
- The final cycle utilization of the critical path is 66.4%.
- The power report attributes to the clock group a share of 44.1%.
- Across the run, the number of max-cap violations was 0.
- The count of unresolved DRC violations after routing reads 0.
- The reg-to-reg endpoint reads counter_out[24].
- The number of cells in the finished layout apart from fillers reads 256.
- The total routed wire length on the met1 layer reads 1750 um.
- In this run, placement finished with an instance count of 248.
- The number of vias per cell reads ~5.2.
- The amount of wire on met2 after detailed routing reads 1380 um.
- The count of standard-cell rows reads 26.
- The CTS clock-pin slew for the worst setup and hold paths reads about 0.07 ns.
- The total grt overflow reads 0.
- Per the detail_route report, inserted antenna diodes total 0.
- The number of nets with antenna violations after routing is 0.
- The class of the worst hold path reads reg2reg.
- The highest fanout seen on the critical path is 11.
- The worst hold path cell count reads 1.
- The worst ir drop on vdd is approximately 200 uV.
- Once iteration 0 of detailed routing completed, the report listed roughly 51 DRC markers.
- The tally of OpenROAD warnings reads 26.
- After clock tree synthesis, the flow added hold-fix buffers numbering 0.
- The leading cell type in the layout, fill and taps excluded is dfxtp_1.
- The flow ran to the end, and the final reports show no timing, DRC or antenna violations.
- The total vias in the final route reads between 1000 and 1500.
- The count of buffers added on input and output ports is 1.
- The synthesized netlist handed to floorplanning was reported with a cell count of about 180.
- The root buffer cell reads clkbuf_8.
- The sequential group share of total power reads 54.3%.
## power groups by stage
stage         Sequential [uW]  Combinational, uW  Clock (uW)
CTS                       420               12.7         355
global route              421               14.4         372
finish                    420               12.7         341
## sequential cells by signal, indices dropped and copies added (netlist names)
register,flops
clock_out,1
counter_out,32
## area by class of cell
cell class	instances	area (um2)
fillers	525	3400
well taps	70	87.6
multi-input cells	136	926
flip-flops and latches	33	671
inverters	5	18.8
repair buffers	4	32.5
clock buffers	7	96.3
clock inverters	1	5.00
## Yosys cell counts, types with 5 or more instances
| master | n |
|---|---|
| nand4_1 | 5 |
| or4_1 | 8 |
| a22oi_1 | 9 |
| inv_1 | 5 |
| a21oi_1 | 15 |
| o31ai_1 | 7 |
| o21ai_0 | 6 |
| clkbuf_1 | 6 |
| xnor2_1 | 9 |
| nand2_1 | 9 |
| dfxtp_1 | 32 |
| nand3_1 | 12 |
| or3_1 | 5 |
| and3_1 | 5 |
## layer usage
metal	global-route usage, %	up-vias
li1	-	703
met1	19.0	620
met2	18.2	11
met3	2.68	7
met4	1.73	0
met5	0	-
## logic make-up after synthesis
family	Yosys count	share of synthesized area, %
buffers and inverters	16	4.81
and+or+nand+nor	70	26.7
adders and majority gates	2	1.50
DFF	33	40.3
AOI/OAI and AO/OA	48	19.7
other	1	0.225
xor gates and xnor gates	13	6.84
## stage by stage
step	util (%)	instance area [um2]	total power (uW)	setup slack [ns]	hold WS [ns]
2_1_floorplan	-	1670	436	1.27	0.438
3_3_place_gp	33.1	1740	442	1.15	0.452
3_5_place_dp	33.1	1740	442	1.11	0.470
4_1_cts	35.1	1840	788	1.08	0.480
5_1_grt	35.1	1840	808	0.910	0.503
6_report	35.1	1840	774	1.08	0.481
## how the worst max path moves through the flow
stage	startpoint	end	slack, ns	cells after the start
final	counter_out[0]	counter_out[24]	1.08	5
after global routing	counter_out[17]	counter_out[27]	0.91	5
after CTS	counter_out[0]	counter_out[24]	1.08	5
## worst max-delay path, cell delays in order, from the launching register on
cell and delay [ns]:
dfxtp_1 0.38, ha_1 0.24, nand4_2 0.15, or4_4 0.63, or4_1 0.49, a22oi_1 0.17
Power and IR drop assume default switching activity.
